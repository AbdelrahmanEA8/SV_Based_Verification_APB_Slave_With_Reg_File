==> /design/flow/config.mk <==
export PLATFORM = sky130hd
export DESIGN_NAME = RegisterFile
export DESIGN_NICKNAME = RegisterFile
export VERILOG_FILES = /design/flow/design.v
export SDC_FILE = /design/flow/constraint.sdc
export NUM_CORES = 4
export LEC_CHECK = 1
export CORE_UTILIZATION = 50
==> /design/flow/run.sh <==
#!/bin/bash
# OpenROAD 26Q1-2900-gdf79404cd8, Yosys 0.63+post, stock flow scripts
make -C /OpenROAD-flow-scripts/flow DESIGN_CONFIG=/design/flow/config.mk WORK_HOME=/design/flow/orfs finish
==> /design/flow/constraint.sdc <==
current_design RegisterFile

set clk_period 12.6
set clk_io_pct 0.2

create_clock -name clk0 -period $clk_period [get_ports {PCLK}]

set non_clock_inputs [all_inputs -no_clocks]
set_input_delay [expr $clk_period * $clk_io_pct] -clock clk0 $non_clock_inputs
set_output_delay [expr $clk_period * $clk_io_pct] -clock clk0 [all_outputs]
==> /design/flow/design.v <==
module RegisterFile #(
    parameter ADDR_WIDTH = 32 ,
    parameter DATA_WIDTH = 32 , 
    parameter STRB_WIDTH = DATA_WIDTH / 8					
) (
	input wire  						PCLK,
    input wire							PRESETn,  
    input wire [ADDR_WIDTH-1 : 0]   	RegADDR,
    input wire [DATA_WIDTH-1 : 0]   	RegWDATA,
    input wire                      	RegWRITE,
    input wire 							RegENABLE,
	input wire [STRB_WIDTH-1:0]    		RegSTRB,
    output reg [DATA_WIDTH-1 : 0]   	RegRDATA,
    output 	                      		RegSLVERR,
    output reg                      	RegREADY      
);
	assign RegSLVERR = 0;
	reg [DATA_WIDTH-1:0] SYS_STATUS_REG;
	reg [DATA_WIDTH-1:0] INT_CTRL_REG;
	reg [DATA_WIDTH-1:0] DEV_ID_REG;
	reg [DATA_WIDTH-1:0] MEM_CTRL_REG;
	reg [DATA_WIDTH-1:0] TEMP_SENSOR_REG;
	reg [DATA_WIDTH-1:0] ADC_CTRL_REG;
	reg [DATA_WIDTH-1:0] DBG_CTRL_REG;
	reg [DATA_WIDTH-1:0] GPIO_DATA_REG;
	reg [DATA_WIDTH-1:0] DAC_OUTPUT_REG;
	reg [DATA_WIDTH-1:0] VOLTAGE_CTRL_REG;
	reg [DATA_WIDTH-1:0] CLK_CONFIG_REG;
	reg [DATA_WIDTH-1:0] TIMER_COUNT_REG;
	reg [DATA_WIDTH-1:0] INPUT_DATA_REG;
	reg [DATA_WIDTH-1:0] OUTPUT_DATA_REG;
	reg [DATA_WIDTH-1:0] DMA_CTRL_REG;
	reg [DATA_WIDTH-1:0] SYS_CTRL_REG;
	reg [DATA_WIDTH-1 : 0]  A_RegWDATA;
	always @(*) begin
		A_RegWDATA = 0;
		if (RegSTRB[0]) begin
            A_RegWDATA[7:0]	= RegWDATA[7:0];
        end
        if (RegSTRB[1]) begin
            A_RegWDATA[15:8] = RegWDATA[15:8];
        end
        if (RegSTRB[2]) begin
            A_RegWDATA[23:16] = RegWDATA[23:16];
        end
        if (RegSTRB[3]) begin
            A_RegWDATA[31:24] = RegWDATA[31:24];
        end
	end
    always @(posedge PCLK) begin
    	if(~PRESETn) begin
    		RegREADY <= 0;
    		RegRDATA <= 0;
    	end
        else if(RegENABLE) begin
        	if(RegWRITE) begin
            	case (RegADDR)
            		32'h0000_0000: SYS_STATUS_REG	<= A_RegWDATA;
					32'h0000_0004: INT_CTRL_REG		<= A_RegWDATA;
					32'h0000_0008: DEV_ID_REG		<= A_RegWDATA;
					32'h0000_000c: MEM_CTRL_REG		<= A_RegWDATA;
					32'h0000_0010: TEMP_SENSOR_REG	<= A_RegWDATA;
					32'h0000_0014: ADC_CTRL_REG		<= A_RegWDATA;
					32'h0000_0018: DBG_CTRL_REG		<= A_RegWDATA;
					32'h0000_001c: GPIO_DATA_REG	<= A_RegWDATA;
					32'h0000_0020: DAC_OUTPUT_REG	<= A_RegWDATA;
					32'h0000_0024: VOLTAGE_CTRL_REG	<= A_RegWDATA;
					32'h0000_0028: CLK_CONFIG_REG	<= A_RegWDATA;
					32'h0000_002c: TIMER_COUNT_REG	<= A_RegWDATA;
					32'h0000_0030: INPUT_DATA_REG	<= A_RegWDATA;
					32'h0000_0034: OUTPUT_DATA_REG	<= A_RegWDATA;
					32'h0000_0038: DMA_CTRL_REG		<= A_RegWDATA;
					32'h0000_003c: SYS_CTRL_REG		<= A_RegWDATA;
            	endcase
            end else begin
        		case (RegADDR)
            		32'h0000_0000: RegRDATA <= SYS_STATUS_REG;
					32'h0000_0004: RegRDATA <= INT_CTRL_REG;
					32'h0000_0008: RegRDATA <= DEV_ID_REG;
					32'h0000_000c: RegRDATA <= MEM_CTRL_REG;
					32'h0000_0010: RegRDATA <= TEMP_SENSOR_REG;
					32'h0000_0014: RegRDATA <= ADC_CTRL_REG;
					32'h0000_0018: RegRDATA <= DBG_CTRL_REG;
					32'h0000_001c: RegRDATA <= GPIO_DATA_REG;
					32'h0000_0020: RegRDATA <= DAC_OUTPUT_REG;
					32'h0000_0024: RegRDATA <= VOLTAGE_CTRL_REG;
					32'h0000_0028: RegRDATA <= CLK_CONFIG_REG;
					32'h0000_002c: RegRDATA <= TIMER_COUNT_REG;
					32'h0000_0030: RegRDATA <= INPUT_DATA_REG;
					32'h0000_0034: RegRDATA <= OUTPUT_DATA_REG;
					32'h0000_0038: RegRDATA <= DMA_CTRL_REG;
					32'h0000_003c: RegRDATA <= SYS_CTRL_REG;
            	endcase
            end
            RegREADY <= 1;
        end
		else begin
            RegREADY <= 0;
		end
    end
endmodule
==> run summary <==
Numbers from the implementation run.

Overall power consumption after layout is estimated at 3.704 mW. The number of antenna violations at the first check in global routing is 2. The synthesized design contains 512 enable-type register cells. TritonCTS built the clock tree.

For this design, the slowest cell found on the critical path is clkdlybuf4s50_1. The cell-mix breakdown from Yosys lists the compound-gate area share as 13.49%. Per the CTS log, the maximum H-tree level is 2.

The first routing iteration left 1005 violations. The library cell with the largest summed area after synthesis is edfxtp_1. Clock-pin slew was measured on the worst setup and hold paths at 0.06 ns.

In this run the core area contains 74 standard-cell rows. The total half-perimeter wirelength after legalization and detailed placement is 37.84 mm. Yosys attributes the largest share of cell area to edfxtp_1 (74%), a22oi_1 (4.4%), dfxtp_1 (3.2%). The critical path endpoint has a required time of 12.86 ns.

According to the report, the first pass of detailed routing completed in 8 iterations. The I/O pin count is 106. RePlAce ended its routability-driven mode at a weighted congestion of 0.9036. The cell-mix breakdown from Yosys lists the adder-cell area share as 0%. The final design instance area without fill is 0.02464 mm2. The TritonCTS sink count is 545. The detailed-route DRC error count is 0. The number of warnings in the stage logs is 25. The synthesized instance count is 1249. The library cell appearing most often on the critical path is buf_4.

The die width is 205.6 um. The type recorded for the worst min-delay path is reg -> reg. The routing layer with the top usage in global route is met2. In the Yosys report the total cell count is 1249. The worst path needs 5.973 ns of the cycle, external delays included. The first global-routing pass estimated 94.85 mm of wire.

The placed instances occupy a cell area of 0.02286 mm2. The buffer levels on the longest clock path is 3. Global routing used 46.15% of the available met1 tracks. For reference, simple AND, OR, NAND and NOR cells occupy 6.589% of the area reported after synthesis. Walking the worst path, the cells encountered are clkdlybuf4s50_1, or4b_2, buf_4, nor2_1, and3_1, nor2b_4, buf_4. For this sky-water flow run, the detailed-routed wirelength per cell is reported as 34.15 um. For the final routed database, the setup TNS stands at 0 ns. The netlist area before placement is 0.02073 mm2. The root buffer cell is clkbuf_16.

After clock tree synthesis, the flow added hold-fix buffers numbering 0. Counting the fill cells in the layout gives 2958. The die is 205.6 um tall. The synthesis-to-layout area growth is 18.82%. The data arrival time at the worst-slack endpoint is 6.23 ns. The chip area is 0.04229 mm2.

The core region is 0.04083 mm2. The final antenna-violating net count is 0. The worst slew slack as a fraction of its limit is 41.94%. The sum of routed wire length over all layers is 67.31 mm.

The areal power density over the cells is 150.4 mW/mm2. Entering global routing, the biggest net connects 46 pins. Between clock sinks in the finished design, the worst skew comes to 0.01452 ns. The count of synthesis-stage warnings from yosys is 1. For this run, the slowest stage of the critical path takes 0.88 ns. The top-area cell type share of the netlist area is 74.15%.

Looking at the VDD voltage map, the peak drop is 0.1071 mV. The number of CTS-inserted buffers is 55. The nature of the critical path startpoint is an input port. The met3 track demand over resource is 27.92%. In the global route stage, met2 resource usage came out at 50.17%. The total cell area reported by yosys after synthesis is 0.02073 mm2. The final number of max-transition violations is 0. The slew at the pin with the worst max-slew slack is 0.8682 ns. In the final report, the number of endpoints failing setup comes to 0.

The number of setup buffers added after CTS is 0. Per the final layout report, the fraction of cells sized above drive strength 1 comes to 14.39%. The share of the synthesized netlist area taken by xor and xnor gates is 0%.

Per the synth stats, the flop cell with the highest instance count is edfxtp_1. The final-report hold violation count is 0. The average via count per standard cell is 6.687. The portion of synthesized area spent on multiplexers is 0.7422%.

Counting distinct cell types in the post-synthesis netlist gives 68. The run finished with clean final reports. Input and output buffers added on the ports amount to 104. Yosys reported a register bit count of 545. The overall track demand over capacity in global routing is 36.58%.

The post-cts sizing count is 0. The kind of critical path is in -> reg. The async set-or-reset flop fraction in the synthesized netlist is 0%.

The total overflow left after global routing is 0. The static leakage is 7.053 nW. Yosys shows that the main logic family after synthesis is AND-OR/OR-AND gates. The number of global-route vias before repair was 13760. A synthesized cell averages 16.60 um2. The initial core utilization is 50.78%. The maximum achievable frequency is 167.4 MHz. The later-pin clock latency in the skew report is 0.61 ns. The max-capacitance violation count is 0. Of the synthesized area, sequential elements account for 77.34%.

STA classifies the critical path endpoint as a register. Of all nets on the critical path, the largest fanout is 21. Post-route period utilization is reported as 47.41%. Setup repair after global routing left no endpoint under its margin.

The detailed router placed 13180 vias in this run.
-- state kept, by name, summed over array words and instances (netlist names) --
register and cells:
INT_CTRL_REG 32, TEMP_SENSOR_REG 32, GPIO_DATA_REG 32, MEM_CTRL_REG 32
SYS_STATUS_REG 32, INPUT_DATA_REG 32, DAC_OUTPUT_REG 32, RegRDATA 32
ADC_CTRL_REG 32, DBG_CTRL_REG 32, DEV_ID_REG 32, TIMER_COUNT_REG 32
DMA_CTRL_REG 32, SYS_CTRL_REG 32, CLK_CONFIG_REG 32, VOLTAGE_CTRL_REG 32
OUTPUT_DATA_REG 32, RegREADY 1
-- cell usage in the layout, fill, tap and decap left out, drive strengths merged, types with 6 or more instances in the layout --
master,count
a22oi,121
dfxtp,33
o21ai,55
nor3,11
a222oi,26
and4,6
edfxtp,512
o221a,13
nor4,26
nand2,32
a221oi,19
a32oi,11
clkbuf,82
and2,34
o41ai,6
a31oi,12
mux2i,12
a21oi,23
clkdlybuf4s50,104
and3,14
o21a,8
nor2b,15
clkinv,12
nand4,8
nor2,23
nand3,28
o22ai,21
a22o,31
buf,70
-- per-stage QoR --
stage / setup slack [ns] / std cells / utilization [%] / hold slack, ns
after floorplan: 5.204 / 1249 / - / 0.4770
after global placement: 6.141 / 1867 / 55.98 / 0.4824
after detailed placement: 6.066 / 1867 / 55.98 / 0.4890
after CTS: 6.685 / 1970 / 60.33 / 0.5042
after global routing: 6.553 / 1970 / 60.33 / 0.5221
final: 6.627 / 1971 / 60.34 / 0.5065
-- power breakdown --
group	internal, mW	total, mW	switching (mW)
Combinational	0.0399	0.115	0.0749
Clock	0.946	1.61	0.666
Sequential	1.98	1.98	0.0000454
-- metal layers --
metal	wire length [um]	vias to the layer above	part of all wire, %
li1	-	5513	-
met1	21520	6376	32
met2	30060	1095	45
met3	12430	188	18
met4	3181	8	4.7
met5	123	-	0.18
-- worst paths after layout --
path,startpoint,end,slack (ns),depth (start not counted)
max,RegADDR[2],ADC_CTRL_REG[4],6.63,7
min,DAC_OUTPUT_REG[22],RegRDATA[22],0.51,2
max reg2reg,SYS_STATUS_REG[26],RegRDATA[26],10.84,4
min reg2reg,DAC_OUTPUT_REG[22],RegRDATA[22],0.51,2
-- cell usage after synthesis (all sizes together) (3+ instances only) --
cell	count
a222oi	26
and3	14
nand2	32
nand4	8
or4b	4
nand3	28
a211oi	5
o221a	13
nor3	11
mux2i	12
and4	6
a31oi	12
or2	3
nor2b	15
a221oi	19
edfxtp	512
dfxtp	33
buf	28
o22ai	21
mux2	3
o21ai	55
and2	34
nor4	26
o21a	8
a21oi	23
clkbuf	60
nor4b	5
a221o	5
or4	4
a32oi	11
o41ai	6
a22o	31
nor2	23
or3	4
a22oi	121
-- cell type report --
class | count | area, um2 | area share (%)
tap | 532 | 665.6 | 2.702
timing repair buffer | 174 | 1567 | 6.358
antenna | 1 | 2.502 | 0.01016
inverter | 2 | 7.507 | 0.03047
clock inverter | 21 | 236.5 | 0.9598
sequential | 545 | 16040 | 65.09
clock buffer | 82 | 1540 | 6.252
multi-input combinational | 614 | 4583 | 18.60
-- logic make-up (layout without fill, tap and decap cells) --
family | count (synthesis) | count (layout)
and+or+nand+nor | 225 | 225
AOI/OAI and AO/OA | 373 | 373
buffers and inverters | 90 | 279
other | 1 | 2
DFF | 545 | 545
muxes | 15 | 15
-- critical path: cells and delay by family --
family	cells	cell delay, ns
simple gates	4	2.06
buf+inv	3	1.59
No activity file was given, so power comes from the tool's default toggle rates.
