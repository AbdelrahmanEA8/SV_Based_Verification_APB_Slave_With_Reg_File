File: /design/flow/constraint.sdc
current_design apb_slave

set clk_period 3.3
set clk_io_pct 0.2

create_clock -name clk0 -period $clk_period [get_ports {PCLK}]

set non_clock_inputs [all_inputs -no_clocks]
set_input_delay [expr $clk_period * $clk_io_pct] -clock clk0 $non_clock_inputs
set_output_delay [expr $clk_period * $clk_io_pct] -clock clk0 [all_outputs]
File: /design/flow/design.v
module apb_slave #(
    parameter ADDR_WIDTH = 32 ,
    parameter DATA_WIDTH = 32 , 
    parameter STRB_WIDTH = DATA_WIDTH / 8)
(
    input                           PCLK,
    input                           PRESETn,
    input       [ADDR_WIDTH-1:0]    PADDR,
    input                           PSELx,
    input                           PENABLE,
    input                           PWRITE,
    input       [DATA_WIDTH-1:0]    PWDATA,
    input       [STRB_WIDTH-1:0]    PSTRB,
    input                           RegREADY,
    input       [DATA_WIDTH-1:0]    RegRDATA,
    input                           RegSLVERR,
    output reg [ADDR_WIDTH-1:0]     RegADDR,
    output reg                      RegENABLE,
    output reg                      RegWRITE,
    output reg [DATA_WIDTH-1:0]     RegWDATA,
    output reg [STRB_WIDTH-1:0]     RegSTRB,
    output reg                      PREADY,
    output reg [DATA_WIDTH-1:0]     PRDATA,
    output reg                      PSLVERR
);
    localparam  ST_IDLE   = 2'b00,
                ST_SETUP  = 2'b01,
                ST_ACCESS = 2'b10;
reg [1:0] current_state , next_state;
    always @ (posedge PCLK or negedge PRESETn) begin
        if (!PRESETn) begin
            current_state <= ST_IDLE;
        end
        else begin
            current_state <= next_state;
        end
    end
    always @(*) begin
        case (current_state)
          ST_IDLE : begin
                if (PSELx) begin
                    next_state = ST_SETUP;
                end
                else begin
                    next_state = ST_IDLE;
                end
          end 
          ST_SETUP : begin
                if (PSELx) begin
                    if (PENABLE) begin
                        next_state = ST_ACCESS;
                    end
                    else begin
                        next_state = ST_SETUP;
                    end
                end
                else begin
                    next_state = ST_IDLE;
                end
          end
          ST_ACCESS : begin
                if (!PSELx) begin
                    next_state=ST_IDLE;
                end
                else begin
                    if (PENABLE && RegREADY) begin
                        next_state = ST_SETUP;
                    end
                    else begin
                        next_state = ST_ACCESS;
                    end
                end
          end
          default : next_state = ST_IDLE;
        endcase
    end
    always @(*) begin     
        if(!PRESETn) begin
            RegADDR    = 0;
            RegWRITE   = 0;
            RegWDATA   = 0;
            RegSTRB    = 0;
            RegENABLE  = 0;
            PRDATA     = 0;
            PREADY     = 0;
            PSLVERR    = 0;
        end
        else begin
            if (current_state == ST_SETUP) begin
                RegENABLE   = 0;
                PRDATA   = 0;
                PREADY      = 0;
                PSLVERR     = 0;
                RegWRITE    = PWRITE;
                RegADDR     = PADDR;
                if (PWRITE && !PSTRB==4'h0) begin
                    RegWDATA = PWDATA;
                    RegSTRB  = PSTRB;
                end
                else begin
                    RegSTRB = 0;
                    RegWDATA =0;
                end
            end
              else if (current_state == ST_ACCESS) begin
                RegENABLE = 1;
                PRDATA   = 0;
                PREADY = RegREADY;
                if (RegREADY) begin
                    PSLVERR = RegSLVERR;
                    if (!PWRITE) begin
                        PRDATA = RegRDATA;
                    end
                end
              end
              else begin
                RegENABLE = 0;
                PREADY    = 0; 
                PSLVERR   = 0;
                PRDATA   = 0;
                RegADDR    = 0;
                RegWRITE   = 0;
                RegWDATA   = 0;
                RegSTRB    = 0;
              end
        end
    end
endmodule
File: /design/flow/config.mk
export PLATFORM = sky130hd
export DESIGN_NAME = apb_slave
export DESIGN_NICKNAME = apb_slave
export VERILOG_FILES = /design/flow/design.v
export SDC_FILE = /design/flow/constraint.sdc
export NUM_CORES = 4
export LEC_CHECK = 1
export CORE_AREA = 10 10 129 129
export DIE_AREA = 0 0 139 139
File: /design/flow/run.sh
#!/bin/bash
# OpenROAD 26Q1-2900-gdf79404cd8, Yosys 0.63+post, stock flow scripts
make -C /OpenROAD-flow-scripts/flow DESIGN_CONFIG=/design/flow/config.mk WORK_HOME=/design/flow/orfs finish
==> flow_summary.ini <==
; physical design summary
[die]
ioPinCount = 211
chip_area_um2 = 19300
die-width_um = 139
die.size.y_um = 139
floorplan.rows = 43
core_util_floorplan = 0.166
fp.coreArea_um2 = 13900

[yosys]
synth.area.top_cells = sky130_fd_sc_hd__dlxtn_1 (45%), sky130_fd_sc_hd__nor3_2 (11%), sky130_fd_sc_hd__nor3b_1 (9.8%)
postSynthAreaPerCell_um2 = 9.28
yosysTopAreaCell = sky130_fd_sc_hd__dlxtn_1
netlist-cell-type-count = 23
yosys_cells = 249
post-synth-top-area-fraction = 0.455
yosys_warnings = 1
synth_area_um2 = 2310
ys_chip_area_um2 = 2310
synth-seq-cells = 73
synthCells = 249

[setup_path]
path_max_fanout = 29
worstSetupStartpointType = input pin
cpMostUsedCell = sky130_fd_sc_hd__clkdlybuf4s50_1
max_stage_delay_on_crit_path_ns = 0.55
crit-reg2reg-launch = current_state[2]
rrSetupSlack_ns = 2.28
reg2reg_depth = 3
worstReg2RegEnd = current_state[2]
critical_path.top_delay_family = buffers and inverters
critical_path.slowest_cell = sky130_fd_sc_hd__clkdlybuf4s50_1
worst-endpoint-required_ns = 2.64
crit_chain = clkdlybuf4s50_1, nand2b_1, buf_12, nor3_1, clkdlybuf4s50_1
classification_of_the_worst_setup_path = input pin to output pin
timing.critical_path.buf_inv = 3
critical_path_arrival_ns = 2.30
setup.worst_path.end_class = output pin

[route]
detail_route.antenna_diodes = 0
drtPass1Iterations = 4
route.detailed.vias_per_inst = 3.80
routed_wirelength_um = 8900
drt_first_iter_violations = 51
route.detailed.wl_per_inst_um = 14.1
route.detailed.drc = 0
postRouteAntennaNets = 0
num_vias = 2392

[place]
place.port_buffers = 210
placedInstanceArea_um2 = 4540
placer_s_final_routability_congestion_estimate = 0.769
dp.final_hpwl_um = 7350

[sta]
number_of_register_pins_that_no_clock_reaches = 70
timing.max_slew.rel_slack = 0.665
setup_total_negative_slack_ns = 0
post-route-min-period_ns = 2.96
number_of_unconstrained_endpoints = 140
skew_ns = 0.000717
final_hold_viol_count = 0
achievable-frequency_mhz = 338
final_max_slew_viol_count = 0
finalClockPeriodUsage = 0.898
setup_repair_after_global_routing_missed_its_margin = no
setup-violations-final = 0
timing_worst_slew_pin_value_ns = 0.502

[run]
drv_cap = 0
tool_warnings = 25

[cts]
clock_root_buffer_master = sky130_fd_sc_hd__clkbuf_16
path_clk_slew_ns = 0.03
clk_latency_ns = 0.22
cts_resized = 0
max_root_sink_buffers = 2
cts_setup_buffers = 0
clock_tree.htree_level_count = 1
tritoncts = done
cts_hold_buffers = 0
cts-buffers-inserted = 3

[cells_and_area]
n_fill_cell = 1429
layout_top_cells = sky130_fd_sc_hd__clkdlybuf4s50_1 (210), sky130_fd_sc_hd__dlxtn_1 (70), sky130_fd_sc_hd__inv_1 (43)
layout_top_cell_excl_fill_tap = sky130_fd_sc_hd__clkdlybuf4s50_1
final_cell_area_um2 = 4620
layout-drive-gt1-share = 0.0913
area_growth_syn_to_layout_pct = 99.8

[global_route]
first_global_vias = 2467
grt_start_max_net_pins = 55
grt_usage = 0.0874
grt_first_pass_wirelength_um = 14200
globalRoute.totalOverflow = 0
antenna_found_initial = 0

[hold_path]
holdCritPathClass = flop to flop
hp-start = current_state[0]
worst_hold_path_cell_count = 2
hold_end = current_state[2]

[pwr]
irDropWorstVdd_uv = 135
power_per_cell_area_nw_per_um2 = 102
power_leakage_nw = 1.95
p_total_mw = 0.471

[status]
outcome = complete, no violations
==> cell families (layout without fill, tap and decap cells) <==
logic type,Yosys count,after routing,synth area share
simple gates,110,110,0.365
compound gates,3,3,0.00921
flops,3,3,0.0330
latches,70,70,0.455
buf+inv,63,263,0.138
==> layer usage <==
| metal | global-route usage | routed length [um] |
|---|---|---|
| met1 | 0.113 | 3800 |
| met2 | 0.131 | 3770 |
| met3 | 0.0510 | 1290 |
| met4 | 0.00329 | 29 |
| met5 | 0 | 0 |
==> layout make-up <==
type / instances / area [um^2] / area share
Clock buffer: 4 / 78.8 / 0.0171
Sequential cell: 73 / 1130 / 0.244
Multi-Input combinational cell: 113 / 863 / 0.187
Tap cell: 180 / 225 / 0.0488
Inverter: 43 / 161 / 0.0350
Timing Repair Buffer: 216 / 2160 / 0.468
==> power breakdown <==
part	switching [mW]	internal, mW
sequential	0.00164	0.0604
clock	0.0333	0.159
combinational	0.0745	0.142
==> state kept, by name, summed over array words and instances (netlist names) <==
signal and cells:
RegADDR 32, RegSTRB 4, current_state 3, PSLVERR 1, RegWDATA 32, RegWRITE 1
==> synthesized netlist by cell type <==
cell / number
sky130_fd_sc_hd__clkbuf_1: 6
sky130_fd_sc_hd__inv_1: 43
sky130_fd_sc_hd__a21oi_1: 1
sky130_fd_sc_hd__buf_4: 1
sky130_fd_sc_hd__a21bo_2: 1
sky130_fd_sc_hd__nand2_1: 1
sky130_fd_sc_hd__nand3b_4: 1
sky130_fd_sc_hd__nor3_1: 7
sky130_fd_sc_hd__nor2_1: 7
sky130_fd_sc_hd__nand3_1: 1
sky130_fd_sc_hd__nand3_4: 1
sky130_fd_sc_hd__and3_1: 32
sky130_fd_sc_hd__dfrtp_1: 2
sky130_fd_sc_hd__a31oi_1: 1
sky130_fd_sc_hd__buf_6: 10
sky130_fd_sc_hd__nor3b_1: 30
sky130_fd_sc_hd__dlxtn_1: 70
sky130_fd_sc_hd__buf_2: 3
sky130_fd_sc_hd__dfstp_2: 1
sky130_fd_sc_hd__nor4_4: 1
sky130_fd_sc_hd__nor3b_2: 2
sky130_fd_sc_hd__nor3_2: 25
sky130_fd_sc_hd__nand2b_1: 2
==> worst max path at each step <==
stage	startpoint	endpoint	slack, ns	cells past startpoint
after CTS	RegREADY	PRDATA[4]	0.33	5
after global routing	RegREADY	PRDATA[3]	0.21	5
final	RegREADY	PRDATA[4]	0.34	5
==> worst reg2reg max path, stage by stage, from the launching register on <==
cell and delay [ns]:
sky130_fd_sc_hd__dfrtp_1 0.34, sky130_fd_sc_hd__buf_4 0.30, sky130_fd_sc_hd__nand2b_1 0.12, sky130_fd_sc_hd__a31oi_1 0.18
==> metrics by stage <==
step | hold WS, ns | worst slack [ns] | util | std cells
6_report | 0.514 | 0.338 | 0.333 | 629
5_1_grt | 0.532 | 0.206 | 0.333 | 629
4_1_cts | 0.510 | 0.327 | 0.333 | 629
3_5_place_dp | 0.491 | 0.329 | 0.327 | 625
3_3_place_gp | 0.499 | 0.350 | 0.327 | 625
2_1_floorplan | 0.364 | 1.44 | - | 249
No activity file was given, so power comes from the tool's default toggle rates.
